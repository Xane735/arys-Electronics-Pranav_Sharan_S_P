==> flow/design.v <==
module bms_fsm #(
  parameter integer DB_V   = 1000,
  parameter integer PERS_V = 50000,
  parameter integer RCV_V  = 5000,
  parameter integer DB_T   = 1000,
  parameter integer PERS_T = 50000,
  parameter integer RCV_T  = 5000,
  parameter integer DB_I   = 500,
  parameter integer PERS_I = 10000,
  parameter integer RCV_I  = 2000
)(
  input  wire clk,
  input  wire rst_n,
  input  wire ov_raw, uv_raw, ot_raw, ut_raw, oc_raw,
  input  wire msk_ov, msk_uv, msk_ot, msk_ut, msk_oc,
  input  wire chg_en,           
  input  wire fault_clear_en,   
  output reg  [3:0] state_1hot  
);
  wire ov, uv, ot, ut, oc;
  assign ov = ov_raw & msk_ov;
  assign uv = uv_raw & msk_uv;
  assign ot = ot_raw & msk_ot;
  assign ut = ut_raw & msk_ut;
  assign oc = oc_raw & msk_oc;
  wire ov_hi, ov_pers, ov_lo;
  wire uv_hi, uv_pers, uv_lo;
  wire ot_hi, ot_lo;
  wire ut_hi, ut_pers,  ut_lo;
  wire oc_hi, oc_pers,  oc_lo;
  debounce_persist #(.DB_CYCLES(DB_V), .PERS_CYCLES(PERS_V), .RCV_CYCLES(RCV_V))
  dp_ov (.clk(clk), .rst_n(rst_n), .sig_in(ov), .sig_hi(ov_hi), .sig_pers(ov_pers), .sig_lo(ov_lo));
  debounce_persist #(.DB_CYCLES(DB_V), .PERS_CYCLES(PERS_V), .RCV_CYCLES(RCV_V))
  dp_uv (.clk(clk), .rst_n(rst_n), .sig_in(uv), .sig_hi(uv_hi), .sig_pers(uv_pers), .sig_lo(uv_lo));
  debounce_persist #(.DB_CYCLES(DB_T), .PERS_CYCLES(PERS_T), .RCV_CYCLES(RCV_T))
  dp_ot (.clk(clk), .rst_n(rst_n), .sig_in(ot), .sig_hi(ot_hi), .sig_pers( ), .sig_lo(ot_lo));
  debounce_persist #(.DB_CYCLES(DB_T), .PERS_CYCLES(PERS_T), .RCV_CYCLES(RCV_T))
  dp_ut (.clk(clk), .rst_n(rst_n), .sig_in(ut), .sig_hi(ut_hi), .sig_pers(ut_pers), .sig_lo(ut_lo));
  debounce_persist #(.DB_CYCLES(DB_I), .PERS_CYCLES(PERS_I), .RCV_CYCLES(RCV_I))
  dp_oc (.clk(clk), .rst_n(rst_n), .sig_in(oc), .sig_hi(oc_hi), .sig_pers(oc_pers), .sig_lo(oc_lo));
  reg want_shutdown, want_fault, want_warn, clear_ok;
  always @* begin
    want_shutdown = ot_hi | (ut_hi & chg_en) | ov_hi | oc_hi | uv_pers;
    want_fault    = (ov_pers | uv_pers | oc_pers | (ut_pers & ~chg_en));
    want_warn     = (uv_hi | oc_hi | (ut_hi & ~chg_en));
    clear_ok      = ov_lo & uv_lo & ut_lo & oc_lo;  
  end
  localparam [1:0] S_NORM  = 2'd0;
  localparam [1:0] S_WARN  = 2'd1;
  localparam [1:0] S_FAULT = 2'd2;
  localparam [1:0] S_SHUT  = 2'd3;
  reg [1:0] cur, nxt;
  always @* begin
    nxt = cur;
    case (cur)
      S_SHUT: begin
        nxt = S_SHUT;
      end
      default: begin
        if (want_shutdown)
          nxt = S_SHUT;
        else if (want_fault)
          nxt = S_FAULT;
        else if (want_warn)
          nxt = S_WARN;
        else if (cur == S_WARN) begin
          if (clear_ok) nxt = S_NORM;
        end else if (cur == S_FAULT) begin
          if (fault_clear_en && clear_ok) nxt = S_WARN; 
        end else begin
          nxt = S_NORM;
        end
      end
    endcase
  end
  always @(posedge clk or negedge rst_n) begin
    if (!rst_n) cur <= S_NORM;
    else        cur <= nxt;
  end
  always @* begin
    case (cur)
      S_NORM : state_1hot = 4'b0001;
      S_WARN : state_1hot = 4'b0010;
      S_FAULT: state_1hot = 4'b0100;
      S_SHUT : state_1hot = 4'b1000;
      default: state_1hot = 4'b0001;
    endcase
  end
endmodule
module debounce_persist #(
  parameter [15:0] DB_CYCLES   = 16'd1000,    
  parameter [15:0] PERS_CYCLES = 16'd50000,   
  parameter [15:0] RCV_CYCLES  = 16'd5000     
)(
  input  wire clk,
  input  wire rst_n,
  input  wire sig_in,     
  output reg  sig_hi,     
  output reg  sig_pers,   
  output reg  sig_lo      
);
  reg [15:0] cnt_hi;
  reg [15:0] cnt_lo;
  always @(posedge clk or negedge rst_n) begin
    if (!rst_n) begin
      cnt_hi   <= 16'd0;
      cnt_lo   <= 16'd0;
      sig_hi   <= 1'b0;
      sig_pers <= 1'b0;
      sig_lo   <= 1'b0;
    end else begin
      if (sig_in) begin
        if (cnt_hi < PERS_CYCLES) cnt_hi <= cnt_hi + 16'd1;  
        cnt_lo <= 16'd0;
      end else begin
        if (cnt_lo < RCV_CYCLES)  cnt_lo <= cnt_lo + 16'd1;  
        cnt_hi <= 16'd0;
      end
      sig_hi   <= (cnt_hi >= DB_CYCLES);
      sig_pers <= (cnt_hi >= PERS_CYCLES);
      sig_lo   <= (cnt_lo >= RCV_CYCLES);
    end
  end
endmodule
==> flow/run.sh <==
#!/bin/bash
# OpenROAD 26Q1-2900-gdf79404cd8, Yosys 0.63+post, stock flow scripts
make -C /OpenROAD-flow-scripts/flow DESIGN_CONFIG=/design/flow/config.mk WORK_HOME=/design/flow/orfs finish
==> flow/config.mk <==
export PLATFORM = sky130hd
export DESIGN_NAME = bms_fsm
export DESIGN_NICKNAME = bms_fsm
export VERILOG_FILES = /design/flow/design.v
export SDC_FILE = /design/flow/constraint.sdc
export NUM_CORES = 4
export LEC_CHECK = 1
export CORE_UTILIZATION = 30
==> flow/constraint.sdc <==
current_design bms_fsm

set clk_period 3.3
set clk_io_pct 0.2

create_clock -name clk0 -period $clk_period [get_ports {clk}]

set non_clock_inputs [all_inputs -no_clocks]
set_input_delay [expr $clk_period * $clk_io_pct] -clock clk0 $non_clock_inputs
set_output_delay [expr $clk_period * $clk_io_pct] -clock clk0 [all_outputs]
==> flow_summary_export.csv <==
group,metric,value,unit
synth,synthDistinctLibCells,48,
synth,async_flop_share,100,%
floorplan,die_area,27700,um^2
pwr,finalPower,4.50,mW
synth,edf_count,0,
finish,mostFrequentLayoutCells,"dfrtp_1 (160), nor2_1 (137), xnor2_1 (85), nand2_1 (64), a21oi_1 (57)",
min_path,holdCritPathClass,"in2async",
synth,xor_share,10.5,%
clocking,cts_hold_buffers,0,
route,num_antenna_cells,0,
worst_setup_path,critPathSlowestCell,"clkdlybuf4s50_1",
placed_design,dpl.hpwl,9590,um
worst_setup_path,crit_chain,"nor3_1 -> clkdlybuf4s50_1",
floorplan,placementRows,59,
synth,topCellsByArea,"dfrtp_1 (49%), xnor2_1 (9.2%), nor2_1 (6.3%)",
final_timing,fin_worst_skew,0.0104,ns
finish,instances_no_fill,1220,
global_route,grt_pass1_wl,26000,um
worst_setup_path,critPathLaunchType,"flop",
clocking,post_cts_buffers,0,
synth,ys_sh_aoi,10.7,%
clocking,cts_resized,0,
global_route,grt-ovfl-total,0,
route,wl_per_cell,12.0,um
finish,syn_to_final_growth,13.8,%
final_timing,fin_tns_setup,0,ns
route,ant_nets,0,
route,wl,14600,um
pwr,ir_drop,306,uV
synth,synthTopLogicFamily,"simple AND/OR/NAND/NOR gates",
clocking,clockRootBuffer,"clkbuf_16",
global_route,grt_usage,11.2,%
route,firstDrtPassIters,15,
finish,layout-drive-gt1-share,5.88,%
route,drt_iter0_markers,343,
global_route,grt_pass1_vias,5443,
clocking,cts_tree,"yes",
job,maxCapViolations,0,
worst_setup_path,critical_path_class,"reg2out",
synth,avgSynthCellArea,9.37,um^2
outcome,status,"finished, final reports clean",
synth,ys_seq_share,49.7,%
floorplan,die_y,166,um
final_timing,finalSetupViolations,0,
finish,mostFrequentLayoutCell,"dfrtp_1",
route,via_per_inst,4.78,
worst_setup_path,cp.arrival,1.51,ns
final_timing,final-hold-violation-count,0,
floorplan,io_pins,18,
placed_design,placed_cells,1188,
clocking,clk_pin_slew,0.06,ns
finish,fillers,2604,
worst_setup_path,crit_fanout,4,
final_timing,fmax,461,MHz
synth,syn-cell-area,8110,um^2
worst_setup_path,end_kind,"output pin",
global_route,grt_max_degree,77,
synth,top_cell_area_share,49.4,%
synth,ys_chip_area,8110,um^2
synth,muxShareOfSynthArea,0.123,%
synth,synthAdderAreaFrac,2.78,%
synth,yosys_warnings,3,
floorplan,fp_util,30.8,%
final_timing,finalCriticalPeriod,2.17,ns
synth,synthFlopType,"dfrtp_1",
final_timing,rsz0062_at_grt,"false",
clocking,cts_made_buffers,17,
finish,flop_area,4030,um^2
final_timing,setup_ws,1.13,ns
worst_setup_path,worst_ep_required_time,2.64,ns
synth,syn-instance-count,865,
clocking,clock-sinks,161,
placed_design,port_buffers,17,
synth,yosys_cells,865,
clocking,insertion_delay,0.42,ns
synth,numSynthFlops,161,
clocking,htreeDepth,4,
job,tool_warnings,43,
final_timing,hold_ws,0.175,ns
synth,simple_gate_area_share,23.0,%
placed_design,routabilityCongestion,0.826,
worst_setup_path,critPathMaxStageDelay,0.48,ns
pwr,leakage,3.90,nW
final_timing,tightest_slew,0.761,ns
final_timing,period_used_share,65.8,%
floorplan,fp.dieW,166,um
clocking,cts_max_path_buffers,2,
synth,largest_area_cell,"dfrtp_1",
final_timing,slew_headroom,48.5,%
placed_design,dpl_worst_slack,1.08,ns
global_route,antenna_found_initial,0,
floorplan,core,26300,um^2
finish,comb_area,3810,um^2
pwr,power.density,488,nW/um^2
route,drc,0,
route,vias,5832,
final_timing,slew_violations,0,
report_power, final:
| group | internal [mW] | switching, mW |
|---|---|---|
| Clock | 1.14 | 0.850 |
| Sequential | 2.05 | 0.0964 |
| Combinational | 0.148 | 0.207 |
path summary, 6_finish.rpt:
kind / from / endpoint / slack [ns] / cells past startpoint
worst max-delay path: cur[1]$_DFF_PN0_ / state_1hot[0] / 1.13 / 2
worst min-delay path: rst_n / dp_ov.cnt_lo[14]$_DFFE_PN0P_ / 0.18 / 1
worst max register to register: dp_ov.cnt_hi[12]$_DFFE_PN0P_ / dp_ov.cnt_hi[12]$_DFFE_PN0P_ / 1.22 / 5
worst min register to register: dp_oc.cnt_lo[15]$_DFFE_PN0P_ / dp_oc.cnt_lo[15]$_DFFE_PN0P_ / 0.49 / 1
max in group asynchronous: rst_n / dp_oc.cnt_hi[7]$_DFFE_PN0P_ / 2.30 / 2
min in group clk0: dp_oc.cnt_lo[15]$_DFFE_PN0P_ / dp_oc.cnt_lo[15]$_DFFE_PN0P_ / 0.49 / 1
per-stage QoR:
| stage | area (um^2) | util (%) |
|---|---|---|
| after floorplan | 8110 | - |
| after global placement | 8620 | 32.8 |
| after detailed placement | 8620 | 32.8 |
| after CTS | 9220 | 35.1 |
| after global routing | 9220 | 35.1 |
| final | 9220 | 35.1 |
flip-flops by register name (all words and copies together), names as in the netlist, 4 cells and up:
register and flops:
dp_ut.cnt_lo 16, dp_uv.cnt_lo 16, dp_ov.cnt_lo 16, dp_ot.cnt_hi 16
dp_ov.cnt_hi 16, dp_uv.cnt_hi 16, dp_oc.cnt_hi 16, dp_ut.cnt_hi 16
dp_oc.cnt_lo 16, cur 4
metal layers:
layer  up-vias  track usage, %  share of wire (%)
li1       3002               -                  -
met1      2741            18.2                 53
met2        78            16.5                 42
met3        11            2.16                3.7
met4         0            1.25               0.95
met5         -               0                  0
worst max-delay path: cells and delay by family (launching register included):
family        cells  cell delay (ns)
flops             1             0.43
simple gates      1             0.18
buf+inv           1             0.48
final cells by class:
cell class / count / share of cell area (%)
Sequential cell: 161 / 43.7
Multi-Input combinational cell: 634 / 41.3
Clock buffer: 18 / 4.65
Tap cell: 335 / 4.54
Timing Repair Buffer: 24 / 2.56
Clock inverter: 14 / 1.84
Inverter: 34 / 1.38
cells in the mapped netlist (all sizes together), types with 2 or more instances:
cell,number
a2111o,2
a211oi,17
a21boi,9
a21oi,57
a31o,4
a31oi,8
a41o,3
a41oi,3
and2,26
and3,15
and4,11
buf,5
clkbuf,31
dfrtp,160
ha,18
inv,34
nand2,64
nand2b,6
nand3,48
nand4,28
nor2,137
nor3,22
nor4,15
nor4b,4
o211ai,6
o21ai,18
o31a,2
o31ai,3
or2,3
xnor2,85
xor2,12
kinds of logic after synthesis:
logic type,count (synthesis)
and+or+nand+nor,382
DFF,161
AOI/OAI and AO/OA,136
xor gates and xnor gates,97
buffers and inverters,70
adders and majority gates,18
muxes,1
Power figures rest on the tool's default switching activity, not on a simulated workload.
